### /design/flow/config.mk
export PLATFORM = sky130hd
export DESIGN_NAME = Cell
export DESIGN_NICKNAME = Cell
export VERILOG_FILES = /design/flow/design.v
export SDC_FILE = /design/flow/constraint.sdc
export NUM_CORES = 4
export LEC_CHECK = 1
export CORE_AREA = 10 10 70 70
export DIE_AREA = 0 0 80 80
### /design/flow/constraint.sdc
current_design Cell

set clk_period 2.5
set clk_io_pct 0.2

create_clock -name clk0 -period $clk_period [get_ports {clk}]

set non_clock_inputs [all_inputs -no_clocks]
set_input_delay [expr $clk_period * $clk_io_pct] -clock clk0 $non_clock_inputs
set_output_delay [expr $clk_period * $clk_io_pct] -clock clk0 [all_outputs]
### /design/flow/run.sh
#!/bin/bash
# OpenROAD 26Q1-2900-gdf79404cd8, Yosys 0.63+post, stock flow scripts
make -C /OpenROAD-flow-scripts/flow DESIGN_CONFIG=/design/flow/config.mk WORK_HOME=/design/flow/orfs finish
### /design/flow/design.v
`timescale 1ns/1ns
module Cell (
    input clk,
    input [1:0] north, south, east, west,  
    input [3:0] north_age, south_age, east_age, west_age,  
    input [1:0] current_state,  
    input [3:0] current_age,  
    input [4:0] random,  
    output reg [1:0] next_state,  
    output reg [3:0] next_age  
);
localparam EMPTY = 2'b00;
localparam FISH = 2'b01;
localparam SHARK = 2'b10;
parameter PUBERTY_AGE_FISH = 2;
parameter PUBERTY_AGE_SHARK = 4;
parameter MAX_AGE_FISH = 8;
parameter MAX_AGE_SHARK = 16;
integer fish_count, shark_count, puberty_fish_count, puberty_shark_count;
always @(posedge clk) begin
    fish_count = 0;
    shark_count = 0;
    puberty_fish_count = 0;
    puberty_shark_count = 0;
    if (north == FISH) begin
        fish_count = fish_count + 1;
        if (north_age >= PUBERTY_AGE_FISH) puberty_fish_count = puberty_fish_count + 1;
    end
    if (south == FISH) begin
        fish_count = fish_count + 1;
        if (south_age >= PUBERTY_AGE_FISH) puberty_fish_count = puberty_fish_count + 1;
    end
    if (east == FISH) begin
        fish_count = fish_count + 1;
        if (east_age >= PUBERTY_AGE_FISH) puberty_fish_count = puberty_fish_count + 1;
    end
    if (west == FISH) begin
        fish_count = fish_count + 1;
        if (west_age >= PUBERTY_AGE_FISH) puberty_fish_count = puberty_fish_count + 1;
    end
    if (north == SHARK) begin
        shark_count = shark_count + 1;
        if (north_age >= PUBERTY_AGE_SHARK) puberty_shark_count = puberty_shark_count + 1;
    end
    if (south == SHARK) begin
        shark_count = shark_count + 1;
        if (south_age >= PUBERTY_AGE_SHARK) puberty_shark_count = puberty_shark_count + 1;
    end
    if (east == SHARK) begin
        shark_count = shark_count + 1;
        if (east_age >= PUBERTY_AGE_SHARK) puberty_shark_count = puberty_shark_count + 1;
    end
    if (west == SHARK) begin
        shark_count = shark_count + 1;
        if (west_age >= PUBERTY_AGE_SHARK) puberty_shark_count = puberty_shark_count + 1;
    end
    case (current_state)
        EMPTY: begin
            if ((fish_count > 3 && puberty_fish_count > 1 && shark_count < 4) ||
                (shark_count > 3 && puberty_shark_count > 1 && fish_count < 4)) begin
                if (fish_count > shark_count) begin
                    next_state = FISH;
                    next_age = 1;
                end else begin
                    next_state = SHARK;
                    next_age = -1;
                end
            end else begin
                next_state = EMPTY;
                next_age = 0;
            end
        end
        FISH: begin
            if (shark_count > 3 || fish_count > 6 || current_age >= MAX_AGE_FISH) begin
                next_state = EMPTY;
                next_age = 0;
            end else begin
                next_state = FISH;
                next_age = current_age + 1;
            end
        end
        SHARK: begin
            if ((shark_count > 3 && fish_count < 2) || (random % 32 == 0) || current_age >= MAX_AGE_SHARK) begin
                next_state = EMPTY;
                next_age = 0;
            end else begin
                next_state = SHARK;
                next_age = current_age + 1;
            end
        end
        default: begin
            next_state = EMPTY;
            next_age = 0;
        end
    endcase
end
endmodule
==> impl_metrics.toml <==
# implementation run metrics
[run_status]
status = "finished, violations left"
failed_checks = "negative setup slack"

[yosys]
ys_async_sr_fraction_pct = 0
area_leaders = "ha_1, dfxtp_1, xor2_1"
top_area_share_pct = 20.4
synthCells = 137
ys_ff = 6
synth_area_per_cell_sq_um = 8.05
ys_cells = 137
yosysSeqAreaShare_pct = 10.9
edf_count = 0
yosys.area.top_type = "ha_1"
syn_area_sq_um = 1100
synth_cell_type_count = 52
yosys-stat-area_sq_um = 1100
yosys_warnings = 1
flop_cell = "dfxtp_1"

[drt]
num_vias = 1340
ant_nets = 0
insertedDiodeCount = 0
vias_per_cell = 4.72
dr.pass1.iters = 4
wl_per_cell_um = 12.6
wl_mm = 3.59
drc = 0
drt_iter0_markers = 19

[global_route]
antenna_found_initial = 0
grt_pass1_wl_mm = 5.64
grt_max_degree = 6
grt_usage_pct = 10.5
grt-ovfl-total = 0
grt_pass1_vias = 1310

[worst_setup_path]
critical_path_arrival_ns = 3.00
start_kind = "primary input"
crit_required_ns = 2.62
critPathMostFrequentCell = "ha_4"
critPathMaxStageDelay_ns = 0.32
critPathBufInv = 3
critPathKind = "in2reg"
slowest_stage = "ha_1"
path_delay_family = "adder cells"
crit_fanout = 2
endpoint_kind = "register"
cp_cell_sequence = "buf_6 -> and2b_2 -> inv_2 -> nor2_4 -> ha_4 -> nand3b_1 -> o31ai_4 -> ha_1 -> mux2i_1 -> inv_1 -> ha_4 -> or2_4 -> a21oi_2 -> o221ai_2 -> a22oi_2 -> o21ai_1"

[finish]
syn_to_final_growth_pct = 99.4
final_layout_size_suffix_gt1_share_pct = 49.2
layout.cells.non_filler = 284

[cts]
cts_tree = "built"
root_buffer = "clkbuf_4"
cts.sinks = 6
clock_path_buffers = 2
cts_hold_buf = 0
cts.clk_slew.worst_paths_ns = 0.04
numCtsBuffers = 3
htree_levels = 1

[sta]
hold_slack_ns = 0.921
slew_headroom_pct = 50.7
rsz0062_at_grt = "true"
final_hold_viol_count = 0
setup_viol = 6
period_needed_ns = 2.88
finalCritPeriodShare_pct = 115
layout_setup_ws_ns = -0.375
max_freq_mhz = 348
tightest_slew_ns = 0.730
maxSlewViolCount = 0

[hold_path]
hold_path_class = "in2reg"

[placed_design]
place_inst = 264
gp_congestion = 0.833
hpwlAfterDp_mm = 2.80
port-buffer-count = 37

[power]
cellPowerDensity_nw_per_um2 = 255
power_leakage_uw = 0.00102
peakVddDrop_v = 0.000109

[floorplanning]
rows = 21
coreArea_sq_um = 3420
ios = 42
fp_util_pct = 32.3
dieArea_sq_um = 6400
fp.dieH_um = 80
die_w_um = 80

[flow_run]
tool_warnings = 36
maxCapViolations = 0
-- cells in the mapped netlist, types with 2 or more instances --
cell type / instances
ha_1: 18
inv_1: 10
nand2_1: 10
nor2_1: 10
dfxtp_1: 6
o21ai_0: 6
xor2_1: 6
a21oi_1: 5
mux2i_1: 4
nand3_1: 4
nor3_1: 4
xnor2_1: 4
inv_2: 3
nand2b_1: 3
and2_1: 2
conb_1: 2
nand3b_1: 2
nor2b_4: 2
o211ai_1: 2
or2_2: 2
-- kinds of logic (layout without fill, tap and decap cells) --
| family | count (synthesis) | in the layout | synth area share (%) |
|---|---|---|---|
| adder cells (fa/ha/maj) | 18 | 18 | 20.4 |
| AND-OR/OR-AND | 27 | 27 | 17.9 |
| other | 2 | 2 | 0.681 |
| multiplexers | 5 | 5 | 4.65 |
| AND/OR/NAND/NOR | 55 | 55 | 31.6 |
| flip-flops | 6 | 6 | 10.9 |
| XOR/XNOR | 11 | 11 | 9.42 |
| buffers and inverters | 13 | 114 | 4.43 |
-- worst paths after layout --
check           start           to  slack [ns]  cells after the start
max          north[0]  next_age[0]       -0.38                     16
min    current_age[0]  next_age[0]        0.92                      2
-- layout by cell type (no fill, tap or decap), types with 4 or more instances in the layout --
master	instances
dlygate4sd2_1	4
ha_4	6
buf_4	61
clkdlybuf4s50_1	25
ha_1	11
inv_1	9
dfxtp_1	6
nand2_1	8
nor2_1	7
inv_2	4
xor2_1	5
-- registers in the layout (all words and copies together), names as in the netlist --
name / cells
next_age: 4
next_state: 2
-- layer usage --
layer,global-route usage [%],part of all wire (%)
met5,0,0
met4,1.23,0.72
met3,3.52,9.5
met2,16.7,43
met1,13.8,47
-- area by class of cell --
class                      count  area [sq um]
clock buffer                   3          22.5
fill                         273          1220
inverter                      13          48.8
multi-input combinational    118          1140
sequential                     6           120
tap                           46          57.6
timing repair buffer          98           811
-- power by group --
| part | internal [uW] | switching [uW] |
|---|---|---|
| Clock | 54.0 | 30.1 |
| Sequential | 103 | 1.34 |
| Combinational | 220 | 153 |
-- stage by stage --
| stage | setup slack [ns] | setup TNS (ns) | area, sq um | power (uW) | util, % |
|---|---|---|---|---|---|
| 6_report | -0.375 | -1.94 | 2200 | 562 | 64.4 |
| 5_1_grt | -0.471 | -2.58 | 2200 | 603 | 64.4 |
| 3_3_place_gp | -0.989 | -5.64 | 1870 | 392 | 54.8 |
| 2_1_floorplan | -0.407 | -2.16 | 1110 | 239 | - |
| 4_1_cts | -0.339 | -1.83 | 2140 | 546 | 62.7 |
| 3_5_place_dp | -1.04 | -5.95 | 1870 | 400 | 54.8 |
-- timing repair --
action,in CTS,in global routing
pin swaps,25,20
cloned,0,0
gates resized,54,11
buffers inserted,14,3
endpoints found under the setup margin,6,6
Power figures rest on the tool's default switching activity, not on a simulated workload.
